==> flow/design.v <==
`timescale 1ns / 1ps
module asyn_reset(
	input	wire	clk,
	input	wire	rst_n,
	output	wire	rst_nr
    );
	reg	rst_nr_1, rst_nr_2;
	always @(posedge clk or negedge rst_n)
	begin
		if (!rst_n)	begin
			rst_nr_1 <= 0;
			rst_nr_2 <= 0;
		end
		else	begin
			rst_nr_1 <= 1;
			rst_nr_2 <= rst_nr_1;
		end
	end
	assign	rst_nr = rst_nr_2;
endmodule
`timescale 1ns / 1ps
module signal_generator(
	input	wire	clk,
	input	wire	rst_n,
	input	wire	m_axis_tready,
	output	wire	[31:0]	m_axis_tdata,
	output	wire	m_axis_tvalid,
	output	wire	init_axi_txn, 
	output 	wire	[3:0]	led,
	input   wire   [31:0]   en_gpio
    );
	wire	rst_nr;  
	asyn_reset asyn_reset_syn_dess(
	.clk(clk),
	.rst_n(rst_n),
	.rst_nr(rst_nr)
	);
	reg	[31:0]	period_cnt;
	reg			signal_valid;
	reg	[3:0]	frame_cnt;
	reg			init_axi_txnr_reg;
	reg	[9:0]	init_axi_txn_cnt;
	assign init_axi_txn = (en_gpio == 32'hFFFFFFFF && init_axi_txn_cnt == 127)? 1 : 0;
	always @(posedge clk or negedge rst_nr)
	begin
		if (!rst_nr)	begin
			init_axi_txn_cnt <= 0;
		end
		else	begin
			if (en_gpio == 32'hFFFFFFFF)	begin
				if (init_axi_txn_cnt == 127)
					init_axi_txn_cnt <= init_axi_txn_cnt;
				else
					init_axi_txn_cnt <= init_axi_txn_cnt + 1;
			end
		end
	end
	always @(posedge clk or negedge rst_nr)
	begin
		if (!rst_nr)
			period_cnt <= 0;
		else	begin
			if (period_cnt == 32'd10000 - 31'd1)
				period_cnt <= period_cnt;
			else
				period_cnt <= period_cnt + 1;
		end
	end
	always @(posedge clk or negedge rst_nr)
	begin
		if (!rst_nr)	
			frame_cnt <= 0;
		else	begin
			if (period_cnt == 32'd0)	begin
				if (frame_cnt == 4'd10)	
					frame_cnt <= frame_cnt;
				else
					frame_cnt <= frame_cnt + 1;
			end		
		end			
	end
	always @(posedge clk or negedge rst_nr)
	begin
		if (!rst_nr)
			init_axi_txnr_reg <= 0;
		else	begin
			if (frame_cnt == 10 - 1 && period_cnt == 32'd10000 - 31'd1)
				init_axi_txnr_reg <= 1;
			else
				init_axi_txnr_reg <= 0;
		end
	end
	reg	[9:0]	burst_len_cnt;
	reg			m_axis_tvalid_reg;
	reg	[9:0]	burst_number_cnt;
	reg	[31:0]	m_axis_tdata_reg;
	always @(posedge clk or negedge rst_nr)
	begin
		if (!rst_nr)	begin
			burst_len_cnt <= 0;
		end
		else	begin
            if (en_gpio == 32'hFFFFFFFF)  begin
                if (burst_len_cnt == 38 - 1)
                    burst_len_cnt <= 0;
                else
                    burst_len_cnt <= burst_len_cnt + 1;
            end
            else    begin
                burst_len_cnt <= 0;
            end
		end
	end
	always @(posedge clk or negedge rst_nr)
	begin
		if (!rst_nr)
			m_axis_tvalid_reg <= 0;
		else
		begin
			if (en_gpio == 32'hFFFFFFFF && burst_len_cnt >= 0 && burst_len_cnt <= 16-1)  
				m_axis_tvalid_reg <= 1;
			else
				m_axis_tvalid_reg <= 0;
		end
	end
	assign m_axis_tvalid =  m_axis_tvalid_reg;
	always @(posedge clk or negedge rst_nr)	
	begin
		if (!rst_nr)
			burst_number_cnt <= 0;
		else
		begin
			if (en_gpio == 32'hFFFFFFFF && burst_len_cnt == 0)	begin
				if (burst_number_cnt == 100)
					burst_number_cnt <= 100;
				else
					burst_number_cnt <= burst_number_cnt + 1;
			end			
		end
	end
	always @(posedge clk or negedge rst_nr)
	begin
		if (!rst_nr)	
			m_axis_tdata_reg <= 0;
		else	begin
			if (m_axis_tready && m_axis_tvalid)	begin
                if (m_axis_tdata_reg == 128-1)
                    m_axis_tdata_reg <= 0;
                else
                    m_axis_tdata_reg <= m_axis_tdata_reg + 1;
            end
            else
                m_axis_tdata_reg <= m_axis_tdata_reg;
		end
	end
	assign m_axis_tdata = m_axis_tdata_reg;
	assign led = (burst_number_cnt == 100)? 4'b1111:4'b0000;
endmodule
==> flow/run.sh <==
#!/bin/bash
# OpenROAD 26Q1-2900-gdf79404cd8, Yosys 0.63+post, stock flow scripts
make -C /OpenROAD-flow-scripts/flow DESIGN_CONFIG=/design/flow/config.mk WORK_HOME=/design/flow/orfs finish
==> flow/config.mk <==
export PLATFORM = sky130hd
export DESIGN_NAME = signal_generator
export DESIGN_NICKNAME = signal_generator
export VERILOG_FILES = /design/flow/design.v
export SDC_FILE = /design/flow/constraint.sdc
export NUM_CORES = 4
export LEC_CHECK = 1
export CORE_UTILIZATION = 40
==> flow/constraint.sdc <==
current_design signal_generator

set clk_period 2.4
set clk_io_pct 0.2

create_clock -name clk0 -period $clk_period [get_ports {clk}]

set non_clock_inputs [all_inputs -no_clocks]
set_input_delay [expr $clk_period * $clk_io_pct] -clock clk0 $non_clock_inputs
set_output_delay [expr $clk_period * $clk_io_pct] -clock clk0 [all_outputs]
==> reports/qor.txt <==
Yosys top cell area share: 0.507
H-tree levels: 3
Max Buffers Root-to-Sink: 2
Post-route cell area: 0.00439 sq mm
TritonRoute pass-1 iters: 4
Gr usage total: 0.169
Primary FF master, synth: dfrtp_1
P_sw: 0.000421 W
M1 WL: 3.01 mm
Int Pwr: 0.00165 W
CTS Buf Count: 9
Hold Crit Class: reg -> async
RSZ-0062 raised after global routing: no
Final Util: 0.568
Clk slew on worst S/H paths: 0.06 ns
Setup-failing EPs final: 0
Remaining Overflow, GRT: 0
FF+latch count, synth: 65
Status: completed
I/O Pins: 73
Slew @ Worst Pin: 0.510 ns
Routed wire length: 6.39 mm
Peak supply drop: 0.000232 V
Placed insts: 480
Largest net degree at the start of global routing: 43
Number of global-route vias before repair: 2433
Final Skew: 0.00777 ns
Top cells, area: dfrtp_1, xnor2_1, xor2_1
Yosys Instances: 303
Yosys top cell by area: dfrtp_1
Layout cells sized above 1: 0.133
CTS sink count: 65
CP endpoint kind: output pin
PwrDens: 473 mW/mm^2
Fin crit period: 2.30 ns
Logic area: 0.00154 sq mm
Global-route wire length before repair: 11.1 mm
Synth Cell Area: 0.00321 sq mm
Count of tool warnings: 28
Top achievable clock speed: 0.434 GHz
Pre-Place Util: 0.415
Yosys cell types: 45
Syn Inst Count: 303
Gate power share: 0.037
Worst setup path class: in -> out
Sequential Power Share: 0.532
HPWL Detailed: 4.68 mm
Ant diodes: 0
PortBufs: 72
Post-synth seq share: 0.507
Layout Cells excl Fill: 501
CTS tree: yes
Register cell area after layout: 0.00163 sq mm
Switch share: 0.203
Area growth syn-to-layout: 36.8%
Max layer used: met4
Largest register FFs: 32
Via count: 2524
WL met2: 3.00 mm
Root buf cell: clkbuf_8
Chip Width: 91.6 microns
Leakage: 2.08 nW
Max_slew headroom: 0.660
Final Max Tran Viols: 0
Cell row count: 32
CP required: 1.92 ns
Initial antenna violation count: 0
Worst Path Arrival: 1.82 ns
Number of synthesized flops with an enable pin: 0
Most frequent logic cell in the layout: dfrtp_1
Critical Path Source Type: input port
Post-route ant nets: 0
Dpl cell area: 0.00411 sq mm
Most common logic cells in the final layout: dfrtp_1, clkdlybuf4s50_1, xnor2_1, nor2_1, nand2_1
Die Y: 91.6 microns
Residual DRC: 0
Syn Area/Cell: 10.6 sq um
Number of DRC markers in iteration 0: 65
# Max-Cap Violations: 0
Warnings, synthesis: 2
Clock share of power: 0.431
Wire length on met3: 285 microns
Chip area: 0.00839 sq mm
Via density per instance: 5.04
Asr flop ratio synth: 1.00
WL/cell: 12.8 microns
Core area: 0.00773 sq mm
GP Congestion: 0.794
Fillers: 625
YS chip area: 0.00321 sq mm
Final Hold Fails: 0
Insertion Delay late pin: 0.33 ns
Cycle use final: 0.960
Critical Path Fanout Max: 2
[power by group through the flow]
stage	clock [W]	sequential (W)	combinational, W
4_1_cts	0.000927	0.00111	0.0000788
5_1_grt	0.000977	0.00111	0.0000835
6_report	0.000896	0.00110	0.0000759
[final timing paths]
kind                       slack (ns)  cells after the start                              startpoint                                endpoint
min reg2reg                      0.24                      0  asyn_reset_syn_dess.rst_nr_2$_DFF_PN0_        m_axis_tdata_reg[20]$_DFFE_PN0P_
max                               0.1                      6                             en_gpio[31]                            init_axi_txn
max in group asynchronous        1.57                      1  asyn_reset_syn_dess.rst_nr_2$_DFF_PN0_              burst_len_cnt[6]$_DFF_PN0_
min in group clk0                0.36                      0  asyn_reset_syn_dess.rst_nr_1$_DFF_PN0_  asyn_reset_syn_dess.rst_nr_2$_DFF_PN0_
min                              0.24                      0  asyn_reset_syn_dess.rst_nr_2$_DFF_PN0_        m_axis_tdata_reg[20]$_DFFE_PN0P_
max reg2reg                      0.36                      7              burst_len_cnt[0]$_DFF_PN0_         burst_number_cnt[8]$_DFFE_PN0P_
[layer usage]
layer / vias up / global-route usage
met5: - / 0
met4: 0 / 0.0265
met3: 7 / 0.0315
met2: 66 / 0.264
met1: 1199 / 0.260
li1: 1252 / -
[cell type report]
type                    count  area share
flip-flops and latches     65       0.371
clock inverters             3     0.00912
well taps                 102      0.0291
inverters                  10     0.00855
clock buffers              13      0.0339
multi-input cells         220       0.351
repair buffers             88       0.198
[critical path: stages]
cell             delay (ns)
clkdlybuf4s50_1        0.45
nand4_1                0.15
nor4_4                 0.33
nand2_2                0.11
nor3_2                 0.19
clkbuf_2               0.11
[cells in the mapped netlist, types with 2 or more instances]
| cell | number |
|---|---|
| dfrtp_1 | 65 |
| xnor2_1 | 28 |
| nand2_1 | 26 |
| nor2_1 | 26 |
| xor2_1 | 23 |
| nand3_1 | 19 |
| nand4_1 | 19 |
| nor4_1 | 14 |
| nor3_1 | 12 |
| inv_1 | 10 |
| ha_1 | 7 |
| and3_1 | 6 |
| o21ai_0 | 5 |
| clkbuf_1 | 4 |
| buf_4 | 3 |
| nor4_2 | 3 |
| and3_2 | 2 |
| nand4_2 | 2 |
| nor3b_1 | 2 |
| or4_1 | 2 |
[stage by stage]
step / setup WS [ns] / hold WS (ns) / setup TNS (ns) / power (W)
2_1_floorplan: 0.456 / 0.184 / 0 / 0.00114
3_3_place_gp: -0.379 / 0.262 / -0.585 / 0.00120
3_5_place_dp: -0.409 / 0.267 / -0.849 / 0.00120
4_1_cts: 0.00528 / 0.270 / 0 / 0.00211
5_1_grt: 0.00352 / 0.292 / 0 / 0.00217
6_report: 0.0972 / 0.242 / 0 / 0.00208
[kinds of logic after synthesis]
logic type,count (synthesis),synth area share
AND/OR/NAND/NOR,148,0.272
flip-flops,65,0.507
XOR/XNOR,51,0.139
buffers and inverters,18,0.0249
AND-OR/OR-AND,11,0.0222
adder cells (fa/ha/maj),7,0.0273
multiplexers,2,0.00701
other,1,0.00117
[what timing repair did]
action | in CTS | in global routing
hold buffers | 0 | 0
setup buffers | 2 | 3
endpoints found under the setup margin | 5 | 5
gates resized | 4 | 15
pin swaps | 4 | 6
Power is estimated from default activity; no workload was simulated.
